### flow/config.mk
export PLATFORM = sky130hd
export DESIGN_NAME = traffic_light_controller
export DESIGN_NICKNAME = traffic_light_controller
export VERILOG_FILES = /design/flow/design.v
export SDC_FILE = /design/flow/constraint.sdc
export NUM_CORES = 4
export LEC_CHECK = 1
export CORE_AREA = 10 10 89 89
export DIE_AREA = 0 0 99 99
### flow/constraint.sdc
current_design traffic_light_controller

set clk_period 2.6
set clk_io_pct 0.2

create_clock -name clk0 -period $clk_period [get_ports {clk}]

set non_clock_inputs [all_inputs -no_clocks]
set_input_delay [expr $clk_period * $clk_io_pct] -clock clk0 $non_clock_inputs
set_output_delay [expr $clk_period * $clk_io_pct] -clock clk0 [all_outputs]
### flow/design.v
module traffic_light_controller(
    input wire clk,   
    input wire rst,   
    input wire [1:0] traffic_NS,   
    input wire [1:0] traffic_EW,   
    output reg [1:0] NS_light,     
    output reg [1:0] EW_light      
);
localparam LOW = 2'b00;
localparam MODERATE = 2'b01;
localparam HIGH = 2'b10;
localparam LOW_GREEN = 7;
localparam MOD_GREEN = 14;
localparam HIGH_GREEN = 21;
localparam YELLOW_TIME = 1;
localparam RED = 2'b00;
localparam YELLOW = 2'b01;
localparam GREEN = 2'b10;
reg [4:0] counter;   
reg [1:0] state;   
always @(posedge clk or posedge rst) begin
    if (rst) begin
        counter <= 0;
        state <= 2'b00;
        NS_light <= GREEN;
        EW_light <= RED;
    end else begin
        case (state)
            2'b00: begin   
                case (traffic_NS)
                    LOW: if (counter < LOW_GREEN) counter <= counter + 1;
                    MODERATE: if (counter < MOD_GREEN) counter <= counter + 1;
                    HIGH: if (counter < HIGH_GREEN) counter <= counter + 1;
                endcase
                if ((traffic_NS == LOW && counter == LOW_GREEN) ||
                    (traffic_NS == MODERATE && counter == MOD_GREEN) ||
                    (traffic_NS == HIGH && counter == HIGH_GREEN)) begin
                    NS_light <= YELLOW;   
                    EW_light <= RED;
                    counter <= 0;
                    state <= 2'b01;
                end
            end
            2'b01: begin   
                if (counter < YELLOW_TIME) counter <= counter + 1;
                else begin
                    NS_light <= RED;
                    EW_light <= GREEN;
                    counter <= 0;
                    state <= 2'b10;
                end
            end
            2'b10: begin   
                case (traffic_EW)
                    LOW: if (counter < LOW_GREEN) counter <= counter + 1;
                    MODERATE: if (counter < MOD_GREEN) counter <= counter + 1;
                    HIGH: if (counter < HIGH_GREEN) counter <= counter + 1;
                endcase
                if ((traffic_EW == LOW && counter == LOW_GREEN) ||
                    (traffic_EW == MODERATE && counter == MOD_GREEN) ||
                    (traffic_EW == HIGH && counter == HIGH_GREEN)) begin
                    EW_light <= YELLOW;   
                    counter <= 0;
                    state <= 2'b11;
                end
            end
            2'b11: begin   
                if (counter < YELLOW_TIME) counter <= counter + 1;
                else begin
                    EW_light <= RED;
                    NS_light <= GREEN;
                    counter <= 0;
                    state <= 2'b00;
                end
            end
        endcase
    end
end
endmodule
### flow/run.sh
#!/bin/bash
# OpenROAD 26Q1-2900-gdf79404cd8, Yosys 0.63+post, stock flow scripts
make -C /OpenROAD-flow-scripts/flow DESIGN_CONFIG=/design/flow/config.mk WORK_HOME=/design/flow/orfs finish
==> out/results.tsv <==
metric	value	unit
outcome	finished, final reports clean	
Synth flops	13	
Final HPWL DP	2540	um
# IOs	10	
fin. max-slew vios	0	
# diodes	0	
clk ins delay skew pair	240	ps
Syn-to-layout area delta	24.2	%
post-synthesis async set-or-reset flop share	1.00	
top cells by area, synth	dfrtp_1 (21%), ha_1 (8.7%), inv_1 (4.9%)	
final critical-path required period	2450	ps
Place WS	-16.3	ps
r2r setup slk	150	ps
Initial Utilization	0.216	
Top Layout Cells	inv_1 (17), buf_4 (16), dfrtp_1 (11), nor2_1 (11), o21ai_0 (11)	
Worst IR Drop VDD	0.000429	V
tool warnings	31	
HP Class	reg -> reg	
CP arrival	2590	ps
total power	1.67	mW
Die W	99	um
Slew headroom	0.647	
Vias	1295	
crit path from	counter[0]	
vias in the first global route	1256	
Util after Layout	0.268	
min-delay src	EW_light[1]	
CTS Buf Count	3	
DR iter-0 viols	128	
MaxCap Viol Count	0	
Worst-Margin Slew	529	ps
clock sink count	13	
crit end category	register	
# resized after CTS	0	
Netlist cell types	49	
CTS tree	done	
Post-synth EDFFs	0	
RD Place Congestion	0.957	
Post-CTS Setup Bufs	0	
Post-Synthesis Cells	159	
routed len/inst	13.5	um
hold worst-path end	EW_light[1]	
layout cell share with drive strength beyond 1	0.169	
crit path kind	reg -> reg	
Final Skew	8.60	ps
Hold Path Depth	1	
Sequential Power Share	0.237	
Worst R2R End	EW_light[0]	
switching pwr	766	uW
Routed Antenna Nets	0	
drt via density	5.14	
crit path DRT	2730	ps
# Cells Yosys	159	
fmax	407	MHz
final hold violations	0	
Tcrit/Tclk final	0.944	
power per standard cell area	1040	nW/um^2
post-synth top area share	0.213	
DRT Pass-1 Iters	4	
Clock Tree Root	clkbuf_8	
Main synth FF type	dfrtp_1	
gr usage total	0.0693	
Fin Setup TNS	0	ps
nature of the critical path startpoint	register	
CP Max Fanout	8	
most numerous logic cell after layout	inv_1	
global route overflow	0	
area reported by Yosys stat	1290	um^2
initial antenna violation count	0	
Gate power share	0.655	
cell type with the largest total area	dfrtp_1	
global-route wire length before repair	5870	um
Synth warnings	1	
core box area	5990	um^2
PortBufs	9	
Mean Syn Cell Area	8.14	um^2
H-tree depth	1	
Switching Share	0.459	
clock slew at reported path FFs	60	ps
final wirelength	3410	um
register share after synthesis	0.253	
slack of the critical path	146	ps
CTS max path bufs	2	
Row Count	28	
die area	9800	um^2
hold_buf cts	0	
DIE HEIGHT	99	um
leakage power total	0.678	nW
Final setup viols	0	
Int Pwr	902	uW
Critical R2R Launch	counter[0]	
cells on worst reg2reg path	8	
largest net degree at the start of global routing	19	
Mapped Area	1290	um^2
DRC	0	
Clock power frac	0.108	
[cell usage after synthesis, drive strengths merged (5+ instances only)]
cell type  count
a22o           5
buf            6
o21ai         11
a21boi         5
ha             9
nor3           5
inv           17
clkbuf         5
a221oi         5
a21oi          6
nor2          11
nand2         11
dfrtp         11
[power by group through the flow]
stage         clock network, mW  logic, mW  registers, mW
global route              0.198       1.21          0.408
CTS                       0.188       1.06          0.394
finish                    0.180       1.09          0.395
[metrics by stage]
step | area (um^2) | cells | hold slack, ps
2_1_floorplan | 1290 | 159 | 396
3_3_place_gp | 1550 | 248 | 484
3_5_place_dp | 1550 | 248 | 493
4_1_cts | 1590 | 252 | 514
5_1_grt | 1610 | 252 | 541
6_report | 1610 | 252 | 520
[cell families after synthesis]
group	after synthesis	share of synthesized area
AND-OR/OR-AND	65	0.373
XOR/XNOR	1	0.00677
adder cells (fa/ha/maj)	9	0.0870
buffers and inverters	28	0.0890
flip-flops	13	0.253
multiplexers	2	0.0155
AND/OR/NAND/NOR	41	0.175
[worst max-delay path by stage]
stage,endpoint
4_1_cts,counter[3]
6_report,EW_light[0]
5_1_grt,counter[1]
[state kept, by name, indices dropped and copies added, names as in the netlist]
name,flops
EW_light,2
NS_light,2
counter,5
state,4
[area by class of cell]
cell class,instances,area [um^2]
fillers,609,4380
well taps,75,93.8
inverters,17,63.8
clock buffers,3,41.3
flip-flops and latches,13,328
repair buffers,25,210
multi-input cells,118,865
clock inverters,1,5.00
[worst max-delay path, cell delays in order, from the launching register on]
cell      delay [ps]
dfrtp_1          480
inv_1            140
ha_1             220
and4b_1          250
a21boi_0         390
nand2_1          290
buf_4            230
a21o_1           140
a22o_1           220
[routing by layer]
layer | GRT usage | vias up | part of all wire
met2 | 0.110 | 35 | 0.45
met3 | 0.0176 | 4 | 0.066
met5 | 0 | - | 0
met1 | 0.0960 | 615 | 0.48
li1 | - | 641 | -
met4 | 0.00551 | 0 | 0.0062
Power and IR drop assume default switching activity.
